==> design.v <==
module    mult_pipeline_a
    #(parameter N=8,
      parameter M=4)
    (
      input                     clk,
      input                     rstn,
      input                     data_rdy ,
      input [N-1:0]             mult1,
      input [M-1:0]             mult2,
      output                    result_rdy ,
      output [N+M-1:0]          result );
    wire [N+M-1:0]       mult1_t [M-1:0] ;  
    wire [M-1:0]         mult2_t [M-1:0] ;
    wire [N+M-1:0]       result_t [M-1:0] ;
    wire [M-1:0]         result_rdy_t ;
    mult_pipeline_b      #(.N(N), .M(M))
    u_mult_pipeline_b
    (
      .clk              (clk),
      .rstn             (rstn),
      .data_rdy         (data_rdy),
      .mult1            ({{(M){1'b0}}, mult1}),
      .mult2            (mult2),
      .result_pre       ({(N+M){1'b0}}),
      .mult1_shift      (mult1_t[0]),
      .mult2_shift      (mult2_t[0]),
      .result           (result_t[0]),
      .result_rdy       (result_rdy_t[0]) );
    genvar               i ;
    generate  
        for(i=1; i<=M-1; i=i+1) begin
            mult_pipeline_b     #(.N(N), .M(M))
            u_mult_pipeline_b
            (
              .clk              (clk),
              .rstn             (rstn),
              .data_rdy         (result_rdy_t[i-1]),
              .mult1            (mult1_t[i-1]),
              .mult2            (mult2_t[i-1]),
              .result_pre       (result_t[i-1]), 
              .mult1_shift      (mult1_t[i]),  
              .mult2_shift      (mult2_t[i]),  
              .result           (result_t[i]),   
              .result_rdy       (result_rdy_t[i]) );
        end
    endgenerate
    assign result_rdy       = result_rdy_t[M-1];
    assign result           = result_t[M-1];
endmodule
module    mult_pipeline_b
    #(parameter N=8,
      parameter M=4)
    (
      input                     clk,
      input                     rstn,
      input                     data_rdy,
      input [M+N-1:0]           mult1,      
      input [M-1:0]             mult2,      
      input [M+N-1:0]           result_pre, 
      output reg [M+N-1:0]      mult1_shift,     
      output reg [M-1:0]        mult2_shift,     
      output reg [N+M-1:0]      result,          
      output reg                result_rdy );
    always @(posedge clk or negedge rstn) begin
        if (!rstn) begin
            result_rdy     <= 'b0 ;
            mult1_shift    <= 'b0 ;
            result         <= 'b0 ;
            mult2_shift    <= 'b0 ;
        end
        else if (data_rdy) begin
            result_rdy     <= 1'b1 ;
            mult1_shift    <= mult1 << 1 ;
            mult2_shift    <= mult2 >> 1 ;
            if (mult2[0]) begin
                result  <= result_pre + mult1 ;  
            end
            else begin
                result  <= result_pre ; 
            end
        end
        else begin
            result_rdy     <= 'b0 ;
            mult1_shift    <= 'b0 ;
            result         <= 'b0 ;
            mult2_shift    <= 'b0 ;
        end
    end
endmodule
==> run.sh <==
#!/bin/bash
# OpenROAD 26Q1-2900-gdf79404cd8, Yosys 0.63+post, stock flow scripts
make -C /OpenROAD-flow-scripts/flow DESIGN_CONFIG=/design/flow/config.mk WORK_HOME=/design/flow/orfs finish
==> config.mk <==
export PLATFORM = sky130hd
export DESIGN_NAME = mult_pipeline_a
export DESIGN_NICKNAME = mult_pipeline_a
export VERILOG_FILES = /design/flow/design.v
export SDC_FILE = /design/flow/constraint.sdc
export NUM_CORES = 4
export LEC_CHECK = 1
export CORE_UTILIZATION = 50
==> constraint.sdc <==
current_design mult_pipeline_a

set clk_period 6.1
set clk_io_pct 0.2

create_clock -name clk0 -period $clk_period [get_ports {clk}]

set non_clock_inputs [all_inputs -no_clocks]
set_input_delay [expr $clk_period * $clk_io_pct] -clock clk0 $non_clock_inputs
set_output_delay [expr $clk_period * $clk_io_pct] -clock clk0 [all_outputs]
==> results.txt <==
impl run done, here's what came out: area share, top type=54.1%, CP max FO=1, CP bufs+invs=1, global-route wire length before repair=about 9 mm, Unique cell types=38, DR DRC count=0, CTS H-tree lvls=3, area grow syn2layout=15.8%, Post-CTS Setup Inserts=0, Fin. Hold Viols=0, Tmin final=2.34 ns, synthesis area per yosys=between 3000 and 4000 µm², Leak=1.95 nW, CP Capture Type=output pin, sequential element share of the synthesized area=a little over half, Worst-Skew Late Latency=0.34 ns, Die X-Extent=85.3 µm, Vias/cell=5.22, final WL=4.96 mm, Max-slew headroom=52.5%, critical path class=register to output pin, leading area contributor after synthesis=dfrtp_1, # diodes=0, post-synthesis instance area=approximately 3500 µm², post-layout total power=about 1.0 mW, measured slew at the worst slew-check pin=around 0.7 ns, Final Skew=roughly 0.0061 ns, Clock Root Buffer=clkbuf_8, number of global-route vias before repair=between 2000 and 2500, WHS=around 0.46 ns, number of buffers added on ports=27, Flops after synth=between 70 and 80, core area=6530 µm², period utilization=a little under two fifths, crit-path cells=clkdlybuf4s50_1, Init Core Util=53.1%, status=complete, no violations, RSZ-0062 raised after global routing=false, GRT overflow=0, Routability Congestion=0.885, worst hold path type=register to register, Hold-fix buffers, CTS=0, Synth Warn #=2, detailed-route wire length per cell=12.0 µm, Mean Syn Cell Area=around 11 µm², final core occ=around three fifths, CP delay by family, top=buffers and inverters, Post-DP HPWL=3.65 mm, crit path DRT=between 4 and 5 ns, max incr delay on CP=about 0.46 ns, TritonCTS clock tree=built, Inserted Clock Buffers=9, Arrival @ worst endpoint=about 1.1 ns, Die Height=85.3 µm, Cells after Synth=about 300, count of tool warnings=26, start point of the critical path=genblk1[3].u_mult_pipeline_b.result[0], Sink Count=75, slowest CP cell=clkdlybuf4s50_1, Synth area leaders=dfrtp_1 54%, ha_1 8.3%, and2_1 6.9%, mux2i_1 3.8%, nor2b_1 2.5%, fraction of layout instances using a drive strength above 1=5.65%, fmax=between 400 and 500 MHz, final setup fails=0, total iterations of the first detailed-routing run=4, row count=29, peak supply drop=0.122 mV, GRT Total Usage=between 15 and 20%, max-cap violations=0, number of standard cells reported by yosys=302, initial antenna violation count=0, Max Slew Vio Count=0, io pins=28, startpoint types=register, Longest Clk Path Bufs=2, final worst slack=3.76 ns, Gates resized, CTS repair=0, DRT antenna net count=0, largest net degree at the start of global routing=about 64, total number of vias=2156, chip area=roughly 7300 µm², initial drt markers=~74, worst hold start=u_mult_pipeline_b.mult2_shift[2], Critical R2R Launch=genblk1[2].u_mult_pipeline_b.result[3], clock transition at the registers of the reported paths=0.07 ns, pre-CTS setup slack=3.79 ns, setup TNS=0 ns, Pwr Density=249 nW/µm²
==> report_power, final <==
group          internal, mW  total, mW  switching (mW)
logic                0.0362     0.0705          0.0343
registers             0.514      0.528          0.0144
clock network         0.238      0.400           0.163
==> cell usage in the layout (no fill, tap or decap), types with 3 or more instances in the layout <==
cell type	count
and3_1	11
inv_1	12
ha_1	23
fa_1	3
o21a_1	6
nand3_1	3
o31a_1	3
or3_1	3
clkbuf_8	10
clkdlybuf4s50_1	26
dfrtp_1	75
mux2i_1	13
nor2_1	20
xnor2_1	6
a21oi_1	12
nor2b_1	14
a211oi_1	5
and2_1	38
a21o_1	3
nand2_1	9
o21ai_0	14
==> flip-flops by register name (all words and copies together) (netlist names) <==
signal / cells
genblk1.u_mult_pipeline_b.result: 33
genblk1.u_mult_pipeline_b.result_rdy: 3
u_mult_pipeline_b.result_rdy: 1
u_mult_pipeline_b.mult1_shift: 8
genblk1.u_mult_pipeline_b.mult1_shift: 16
u_mult_pipeline_b.result: 8
u_mult_pipeline_b.mult2_shift: 3
genblk1.u_mult_pipeline_b.mult2_shift: 3
==> worst reg2reg max path, delay by kind of cell, from the launching register on <==
family	cells	cell delay, ns
AOI/OAI and AO/OA	3	0.69
adders and majority gates	2	0.46
buffers and inverters	1	0.08
DFF	1	0.38
and+or+nand+nor	2	0.37
==> cells in the mapped netlist (all sizes together) <==
| library cell | instances |
|---|---|
| dfrtp | 75 |
| and2 | 38 |
| ha | 23 |
| nor2 | 20 |
| nor2b | 15 |
| o21ai | 14 |
| mux2i | 13 |
| a21oi | 12 |
| inv | 12 |
| and3 | 11 |
| nand2 | 9 |
| clkbuf | 8 |
| o21a | 6 |
| xnor2 | 6 |
| a211oi | 5 |
| a21o | 3 |
| fa | 3 |
| nand3 | 3 |
| o31a | 3 |
| or3 | 3 |
| a221o | 2 |
| a32o | 2 |
| nor3 | 2 |
| a211o | 1 |
| a311o | 1 |
| a31o | 1 |
| a41o | 1 |
| and4b | 1 |
| buf | 1 |
| nand2b | 1 |
| nand4 | 1 |
| nand4b | 1 |
| nor4bb | 1 |
| o2111a | 1 |
| o211a | 1 |
| o311ai | 1 |
| xor2 | 1 |
==> metrics by stage <==
stage | cells | instance area, µm²
finish | 413 | 4020
global route | 413 | 4020
CTS | 413 | 4020
detailed placement | 398 | 3800
global placement | 398 | 3800
floorplan | 302 | 3470
==> routing by layer <==
metal	wire length, µm	vias to the layer above	GRT usage (%)
met4	101	0	3.64
met2	2460	42	27.0
met3	160	9	2.67
li1	-	1107	-
met5	0	-	0
met1	2240	998	22.8
==> cells by family (layout without fill, tap and decap cells) <==
group | Yosys count | after routing | share of synthesized area [%]
adders and majority gates | 26 | 26 | 10.0
buffers and inverters | 21 | 55 | 2.31
xor gates and xnor gates | 7 | 7 | 1.77
and+or+nand+nor | 106 | 106 | 17.4
DFF | 75 | 75 | 54.1
muxes | 13 | 13 | 3.75
AOI/OAI and AO/OA | 54 | 54 | 10.6
==> path summary, 6_finish.rpt <==
kind                                                                to  slack (ns)  cells past startpoint
min in group asynchronous       genblk1[3].u_mult_pipeline_b.result[2]        0.75                      1
min                        genblk1[1].u_mult_pipeline_b.mult2_shift[1]        0.46                      1
max in group asynchronous             u_mult_pipeline_b.mult1_shift[3]        4.34                      2
max                                                          result[0]        3.76                      1
min reg2reg                genblk1[1].u_mult_pipeline_b.mult2_shift[1]        0.46                      1
max reg2reg                     genblk1[3].u_mult_pipeline_b.result[9]        4.02                      8
==> cell type report <==
cell class              count  area [µm²]
well taps                  77        96.3
fillers                   517        2510
flip-flops and latches     75        1880
clock buffers              10         138
repair buffers             28         273
inverters                  12        45.0
clock inverters             5        77.6
multi-input cells         206        1510
Power figures rest on the tool's default switching activity, not on a simulated workload.
