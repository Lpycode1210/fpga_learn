--- design/flow/design.v ---
module arith_chain_pipelined #(
    parameter DATA_WIDTH_IN = 8,
    parameter DATA_WIDTH_OUT = 10,  
    parameter K1 = 5,
    parameter K2 = 3,
    parameter K3 = 10
) (
    input wire clk,
    input wire reset,
    input wire [DATA_WIDTH_IN-1:0] data_in,
    input wire valid_in,
    output wire [DATA_WIDTH_OUT-1:0] data_out,
    output wire valid_out
);
reg [DATA_WIDTH_IN-1:0] stage1_reg_data; reg stage1_reg_valid;  
reg [DATA_WIDTH_OUT-1:0] stage2_reg_data; reg stage2_reg_valid;  
reg [DATA_WIDTH_OUT-1:0] stage3_reg_data; reg stage3_reg_valid;  
reg [DATA_WIDTH_OUT-1:0] stage4_reg_data; reg stage4_reg_valid;  
wire [DATA_WIDTH_OUT-1:0] stage2_calc_data;  
wire stage2_calc_valid;                      
wire [DATA_WIDTH_OUT-1:0] stage3_calc_data;  
wire stage3_calc_valid;                      
wire [DATA_WIDTH_OUT-1:0] stage4_calc_data;  
wire stage4_calc_valid;                      
wire [DATA_WIDTH_OUT-1:0] const_K1 = K1;
wire [DATA_WIDTH_OUT-1:0] const_K2 = K2;
wire [DATA_WIDTH_OUT-1:0] const_K3 = K3;
assign stage2_calc_data = {{(DATA_WIDTH_OUT - DATA_WIDTH_IN){1'b0}}, stage1_reg_data} + const_K1;
assign stage2_calc_valid = stage1_reg_valid;  
assign stage3_calc_data = stage2_reg_data - const_K2;
assign stage3_calc_valid = stage2_reg_valid;  
assign stage4_calc_data = stage3_reg_data + const_K3;
assign stage4_calc_valid = stage3_reg_valid;  
always @(posedge clk or posedge reset) begin
    if (reset) begin
        stage1_reg_data <= 0; stage1_reg_valid <= 0;
        stage2_reg_data <= 0; stage2_reg_valid <= 0;
        stage3_reg_data <= 0; stage3_reg_valid <= 0;
        stage4_reg_data <= 0; stage4_reg_valid <= 0;
    end else begin
        stage1_reg_data <= data_in;
        stage1_reg_valid <= valid_in;
        stage2_reg_data <= stage2_calc_data;
        stage2_reg_valid <= stage2_calc_valid;
        stage3_reg_data <= stage3_calc_data;
        stage3_reg_valid <= stage3_calc_valid;
        stage4_reg_data <= stage4_calc_data;  
        stage4_reg_valid <= stage4_calc_valid;  
    end  
end  
assign data_out = stage4_reg_data;
assign valid_out = stage4_reg_valid;
endmodule
--- design/flow/run.sh ---
#!/bin/bash
# OpenROAD 26Q1-2900-gdf79404cd8, Yosys 0.63+post, stock flow scripts
make -C /OpenROAD-flow-scripts/flow DESIGN_CONFIG=/design/flow/config.mk WORK_HOME=/design/flow/orfs finish
--- design/flow/config.mk ---
export PLATFORM = sky130hd
export DESIGN_NAME = arith_chain_pipelined
export DESIGN_NICKNAME = arith_chain_pipelined
export VERILOG_FILES = /design/flow/design.v
export SDC_FILE = /design/flow/constraint.sdc
export NUM_CORES = 4
export LEC_CHECK = 1
export CORE_UTILIZATION = 30
--- design/flow/constraint.sdc ---
current_design arith_chain_pipelined

set clk_period 3.3
set clk_io_pct 0.2

create_clock -name clk0 -period $clk_period [get_ports {clk}]

set non_clock_inputs [all_inputs -no_clocks]
set_input_delay [expr $clk_period * $clk_io_pct] -clock clk0 $non_clock_inputs
set_output_delay [expr $clk_period * $clk_io_pct] -clock clk0 [all_outputs]
==> metrics.log <==
[metrics] run summary
INFO  metric run_status = finished, final reports clean
INFO  metric ys_top_cells_by_area = dfrtp_1, xor2_1, xnor2_1
INFO  metric avgSynthCellArea = roughly 15 um^2
INFO  metric drc = 0
INFO  metric internal-power = around 0.82 mW
INFO  metric dpl_cell_area = roughly 1700 um^2
INFO  metric place_worst_setup_slack = about 1800 ps
INFO  metric cts-hold-fix-buffers = 0
INFO  metric grt_setup_unrepaired = no
INFO  metric htreeDepth = 2
INFO  metric clkLatencyLatePin = about 280 ps
INFO  metric final_layout_size_suffix_gt1_share = 8.13%
INFO  metric warning_count = 25
INFO  metric cts_post_setup_buffers_inserted = 0
INFO  metric initial_antenna_violation_count = 0
INFO  metric yosys_area = 1410 um^2
INFO  metric detail_placement_hpwl = about 1100 um
INFO  metric post_drt_via_cell_ratio = between 4 and 5
INFO  metric ant_nets = 0
INFO  metric layout.cell_area.non_filler = 1780 um^2
INFO  metric worst_path_max_delay_cell = clkdlybuf4s50_1
INFO  metric cts_root_buffer = clkbuf_8
INFO  metric slew-limit-headroom = 68.5%
INFO  metric p_clk_share = ~30%
INFO  metric layout_min_cycle_time = 1720 ps
INFO  metric power.share.combinational = approximately an eighth
INFO  metric fin_tns_setup = 0 ps
INFO  metric power.sequential.fraction = a little under three fifths
INFO  metric place_congestion = 0.812
INFO  metric p_leak = approximately 0.8 nW
INFO  metric synth_cell_types = 18
INFO  metric worstReg2RegStart = stage2_reg_data[4]
INFO  metric synth_stat.cells = 94
INFO  metric worst_setup_path_startpoint = stage4_reg_data[5]
INFO  metric critical_path.max_stage_delay = 450 ps
INFO  metric final_common_cell = dfrtp_1
INFO  metric total_global_routing_overflow = 0
INFO  metric design.core.area = about 4400 um^2
INFO  metric finalClockPeriodUsage = 52.1%
INFO  metric cts.sinks = approximately 41
INFO  metric sequential_fraction_of_the_synthesis_area = 73.0%
INFO  metric combGateArea = 365 um^2
INFO  metric netlist.area_leader.share = 73.0%
INFO  metric final_routed_wire_length_divided_by_cell_count = 8.97 um
INFO  metric synthesis.area = 1410 um^2
INFO  metric critical_path_arrival = 1060 ps
INFO  metric cts_tree = built
INFO  metric drv_slew = 0
INFO  metric flop_area = 1030 um^2
INFO  metric cp_cell_sequence = clkdlybuf4s50_1
INFO  metric core_util_floorplan = 31.6%
INFO  metric cts.repair.resized = 0
INFO  metric crit_buf_inv = 1
INFO  metric timing.critical_path.from_type = register
INFO  metric power.total = 1.05 mW
INFO  metric netSwitchingPower = 0.220 mW
INFO  metric grt_first_pass_wirelength = 2980 um
INFO  metric ir_worst_vdd = 0.000266 V
INFO  metric drt_total_wl = 1570 um
INFO  metric die_w = 70.5 um
INFO  metric timing.critical_path.to_type = output port
INFO  metric grt_start_max_net_pins = between 40 and 50
INFO  metric dp.cells = 168
INFO  metric worst_path_dominant_cell_family = buffers and inverters
INFO  metric synth.yosys.warnings = 1
INFO  metric via_count_of_the_first_global_routing_pass = 750
INFO  metric die_y = 70.5 um
INFO  metric area_enclosed_by_the_die_boundary = 4970 um^2
INFO  metric cts-buffers-inserted = 5
INFO  metric insertedDiodeCount = 0
INFO  metric worst_slack = 1580 ps
INFO  metric timing_worst_setup_path_type = reg -> out
INFO  metric dr.pass1.iters = 20
INFO  metric numPortBuffers = 21
INFO  metric setup-violations-final = 0
INFO  metric power_switching_share = between 20% and 30%
INFO  metric yosys_register_bits = between 40 and 50
INFO  metric top_level_ports = 22
INFO  metric postSynthCellCount = roughly 94
INFO  metric timing.final.hold_violations = 0
INFO  metric fp-row-count = 24
INFO  metric stdcell_count = 175
INFO  metric worstHoldStart = stage2_reg_valid
INFO  metric power.density_cell_area = 589 nW/um^2
INFO  metric critical_path.max_fanout = 1
INFO  metric vias = approximately 750
INFO  metric timing_worst_slew_pin_value = 473 ps
INFO  metric lay_top_cells = dfrtp_1, clkdlybuf4s50_1, xor2_1
INFO  metric clock_skew_after_layout = 4.10 ps
INFO  metric yosys.area.top_type = dfrtp_1
INFO  metric ctsLongestPathBuffers = 2
INFO  metric worst_hold_path_type = reg -> reg
INFO  metric num-fill-cells = 404
INFO  metric clkSlewWorstSetupHoldPaths = 70 ps
INFO  metric worstPathRequired = between 2000 and 3000 ps
INFO  metric fmax = roughly 580 MHz
INFO  metric drt_initial_violations = 32
INFO  metric drv_cap = 0
INFO  metric gr-usage-all-layers = 7.58%
INFO  metric area_growth_syn_to_layout = 26.2%
==> registers in the layout (all words and copies together), names as in the netlist <==
name	count
stage3_reg_valid	1
stage1_reg_data	8
stage2_reg_valid	1
stage4_reg_data	10
stage4_reg_valid	1
stage2_reg_data	9
stage3_reg_data	10
stage1_reg_valid	1
==> cell type report <==
class,instances,share of cell area [%]
repair buffers,22,12.3
clock buffers,7,4.86
well taps,52,3.66
multi-input cells,49,20.6
inverters,4,0.846
flip-flops and latches,41,57.8
==> through the flow <==
stage | util, % | hold WS (ps)
CTS | 39.9 | 352
floorplan | - | 331
global placement | 38.0 | 334
finish | 39.9 | 349
detailed placement | 38.0 | 336
global route | 39.9 | 369
==> cells in the mapped netlist <==
library cell and number:
xnor2_2 1, xor2_1 10, nand4_1 1, xnor2_1 9, nor4_1 1, nor3_1 2
nor3_2 1, inv_1 4, a211o_1 1, dfrtp_1 41, nor3b_1 1, a21oi_1 3
or4_4 1, nor2_1 6, o2111ai_1 2, ha_1 3, nand2_1 4, o21ai_0 3
==> power by group through the flow <==
stage         registers (mW)  clock network (mW)  logic, mW
CTS                    0.601               0.324      0.138
finish                 0.600               0.310      0.135
global route           0.607               0.350      0.153
==> kinds of logic after synthesis <==
kind of cell    share of synthesized area (%)
fa+ha+maj                                2.67
flops                                    73.0
compound gates                           4.00
simple gates                             6.32
xor+xnor                                 13.0
buf+inv                                  1.07
==> routing by layer <==
metal | global-route usage (%) | vias to the layer above | part of all wire (%)
met5 | 0 | - | 0
met4 | 2.04 | 0 | 2.9
met3 | 2.63 | 7 | 7.8
met2 | 13.5 | 26 | 49
met1 | 8.73 | 348 | 41
li1 | - | 365 | -
==> final timing paths <==
| kind | endpoint | slack (ps) | cells past startpoint |
|---|---|---|---|
| worst min-delay path | stage3_reg_valid | 350 | 0 |
| worst max-delay path | data_out[5] | 1580 | 1 |
| min in group asynchronous | stage4_reg_data[4] | 790 | 3 |
| worst max register to register | stage3_reg_data[7] | 1790 | 3 |
| max in group asynchronous | stage1_reg_data[7] | 2180 | 3 |
| worst min register to register | stage3_reg_valid | 350 | 0 |
Power is estimated from default activity; no workload was simulated.
