--- /design/flow/design.v ---
module    mult
    #(parameter N = 4,
      parameter M = 4)
     (
      input                     clk,
      input                     rstn,        
      input                     data_rdy ,   
      input [N-1:0]             mult1,      
      input [M-1:0]             mult2,      
      output                    result_rdy ,    
      output [N+M-1:0]          result         
      );
    reg [31:0]           cnt ;
    wire [31:0]          cnt_temp = (cnt == M)? 'b0 : cnt + 1'b1 ;
    always @(posedge clk or negedge rstn) begin
        if (!rstn) begin
            cnt    <= 'b0 ;
        end
        else if (data_rdy) begin     
            cnt    <= cnt_temp ;
        end
        else if (cnt != 0 ) begin  
            cnt    <= cnt_temp ;
        end
        else begin
            cnt    <= 'b0 ;
        end
    end
    reg [M-1:0]          mult2_shift ;
    reg [M+N-1:0]        mult1_shift ;
    reg [M+N-1:0]        mult1_acc ;
    always @(posedge clk or negedge rstn) begin
        if (!rstn) begin
            mult2_shift    <= 'b0 ;
            mult1_shift    <= 'b0 ;
            mult1_acc      <= 'b0 ;
        end
        else if (data_rdy && cnt=='b0) begin   
            mult1_shift    <= {{(M){1'b0}}, mult1} << 1 ;  
            mult2_shift    <= mult2 >> 1 ;  
            mult1_acc      <= mult2[0] ? {{(M){1'b0}}, mult1} : 'b0 ;
        end
        else if (cnt != M) begin
            mult1_shift    <= mult1_shift << 1 ;  
            mult2_shift    <= mult2_shift >> 1 ;  
            mult1_acc      <= mult2_shift[0] ? mult1_acc + mult1_shift : mult1_acc ;
        end
        else begin
            mult2_shift    <= 'b0 ;
            mult1_shift    <= 'b0 ;
            mult1_acc      <= 'b0 ;
        end
    end
    reg [M+N-1:0]        result_temp ;
    reg                  result_rdy_temp ;
    always @(posedge clk or negedge rstn) begin
        if (!rstn) begin
            result_temp          <= 'b0 ;
            result_rdy_temp      <= 'b0 ;
        end  
        else if (cnt == M) begin
            result_temp          <= mult1_acc ;   
            result_rdy_temp      <= 1'b1 ;
        end
        else begin
            result_temp          <= 'b0 ;
            result_rdy_temp      <= 'b0 ;
        end
    end
    assign result_rdy       = result_rdy_temp;
    assign result           = result_temp;
endmodule
--- /design/flow/config.mk ---
export PLATFORM = sky130hd
export DESIGN_NAME = mult
export DESIGN_NICKNAME = mult
export VERILOG_FILES = /design/flow/design.v
export SDC_FILE = /design/flow/constraint.sdc
export NUM_CORES = 4
export LEC_CHECK = 1
export CORE_UTILIZATION = 50
--- /design/flow/constraint.sdc ---
current_design mult

set clk_period 4.5
set clk_io_pct 0.2

create_clock -name clk0 -period $clk_period [get_ports {clk}]

set non_clock_inputs [all_inputs -no_clocks]
set_input_delay [expr $clk_period * $clk_io_pct] -clock clk0 $non_clock_inputs
set_output_delay [expr $clk_period * $clk_io_pct] -clock clk0 [all_outputs]
--- /design/flow/run.sh ---
#!/bin/bash
# OpenROAD 26Q1-2900-gdf79404cd8, Yosys 0.63+post, stock flow scripts
make -C /OpenROAD-flow-scripts/flow DESIGN_CONFIG=/design/flow/config.mk WORK_HOME=/design/flow/orfs finish
==> impl_metrics.yaml <==
# generated from flow reports
detailed_routing:
  topRoutingLayerUsed: "met4"
  antenna_left: 0
  wl_met3_um: 146
  vias: 2013
  dr.first_iter.drc_count: 64
  viasPerCell: 5.592
  firstDrtPassIters: 4
  routed_wl_um: 5419
  dr_wl_met2_um: 2256
  post-route-drc-count: 0
  wl_per_cell_um: 15.05
  diodes: 0
  drt-met1-wl_um: 2945
timing:
  worstMarginPinSlew_ns: 0.7286
  finalSetupTns_ns: 0
  skew_ns: 0.008734
  finalHoldViolCount: 0
  timing.fmax_mhz: 387.4
  relSlewSlack_pct: 51.43
  final.setup.worst_slack_ns: 1.918
  period_minus_slack_ns: 2.582
  setup_viol: 0
  slew_violations: 0
  fin_crit_sh_pct: 57.37
  rsz0062_at_grt: "no"
yosys:
  synth_area_per_cell_um2: 11.31
  yosysUniqueCellTypes: 48
  yosys.area.top_type: "dfrtp_1"
  logic_family: "simple AND/OR/NAND/NOR gates"
  synthCells: 257
  synth_seq_share_pct: 50.77
  ys_ff: 59
  synth_async_sr_flop_share_pct: 100.0
  yosys.area_share.simple_pct: 23.80
  ys_sh_xor_pct: 9.337
  yosysWarnings: 1
  synthFlopType: "dfrtp_1"
  synth_area_um2: 2908
  yosys_area_um2: 2908
  synth_top_area_share_pct: 50.77
  ys_sh_mux_pct: 0.3442
  area_leaders: "dfrtp_1 51%, xnor2_1 7.5%, ha_1 3.4%"
  synth-edff-count: 0
  synth-compound-area-share_pct: 9.380
  synth_adder_area_share_pct: 4.131
  ys_cells: 257
placed_design:
  dp_slack_ns: 1.936
  place_congestion: 0.8178
  hpwl_um: 3753
  post-place-cells: 344
  portBuffers: 19
  place_area_um2: 3167
grt:
  grt_pass1_vias: 1975
  antenna_found_initial: 0
  grt_pass1_wl_um: 9439
  globalRouteOverflowTotal: 0
  grt_usage_pct: 20.36
  grt_max_degree: 60
cts:
  cts.sink_count: 59
  cts_buffers: 9
  hold_buffers: 0
  worstSkewPairLatency_ns: 0.33
  htreeDepth: 3
  cts_max_path_buffers: 2
  cts_setup_buffers: 0
  ctsResizeCount: 0
  clk_pin_slew_ns: 0.07
  root_buffer: "clkbuf_8"
  cts_tree: "built"
worst_setup_path:
  r2r_start: "cnt[0]"
  crit_fanout: 14
  cp-end-kind: "flop"
  required_ns: 4.72
  cp-start-kind: "flop"
  critPathLaunch: "cnt[0]"
  arrival_ns: 2.80
  critPathKind: "reg -> reg"
floorplan:
  rows: 27
  core_area_um2: 5540
  die_w_um: 78.26
  fp_util_pct: 52.48
  die-area_um2: 6125
  pin_count: 20
  fp.dieH_um: 78.26
job:
  warning_count: 27
  maxCapViolCount: 0
layout:
  fillers: 472
  mostFrequentLayoutCell: "dfrtp_1"
  syn_to_final_growth_pct: 17.25
  layout-drive-gt1-share_pct: 9.375
  layout_top_cells: "59 x dfrtp_1, 25 x xnor2_1, 18 x clkdlybuf4s50_1, 15 x nand4_1, 15 x nand3_1"
  design_area_um2: 3410
  fin_cells: 360
power_and_ir_drop:
  ir_drop_uv: 325.4
  powerDensity_nw_per_um2: 487.4
  p_leak_nw: 1.525
  p_total_w: 0.001662
min_path:
  hold_start: "mult2_shift[2]"
  hp-class: "reg -> reg"
status:
  status: "complete, no violations"
==> worst paths after layout <==
kind | end | slack (ns) | cells after the start
setup / recovery | mult1_acc[0] | 1.92 | 6
hold reg to reg | mult2_shift[1] | 0.47 | 1
setup reg to reg | mult1_acc[0] | 1.92 | 6
max in group asynchronous | cnt[0] | 3.30 | 2
hold / removal | mult2_shift[1] | 0.47 | 1
min in group asynchronous | cnt[15] | 0.71 | 2
==> power by group <==
group | internal, W | leakage [nW] | switching, W | total [W]
sequential | 0.000616 | 0.803 | 0.0000868 | 0.000703
clock | 0.000384 | 0.117 | 0.000199 | 0.000583
combinational | 0.000182 | 0.605 | 0.000194 | 0.000376
total | 0.00118 | 1.53 | 0.000480 | 0.00166
==> cells in the mapped netlist (2+ instances only) <==
master / n
a211oi_1: 3
a22o_1: 5
a2bb2oi_1: 3
and2_1: 14
and3_1: 7
and4_1: 4
buf_4: 2
clkbuf_1: 2
dfrtp_1: 59
ha_1: 8
inv_1: 9
nand2_1: 12
nand3_1: 15
nand3b_1: 2
nand4_1: 15
nor2_1: 11
nor2b_1: 4
nor3_1: 5
nor4_1: 8
nor4_2: 2
nor4_4: 2
nor4b_1: 2
o21a_1: 3
o21ai_0: 3
o311ai_0: 2
o31ai_1: 3
o32ai_1: 2
xnor2_1: 25
xor2_1: 6
==> critical path, stage by stage, from the launching register on <==
cell	delay, ns
dfrtp_1	0.44
inv_1	0.08
ha_1	0.15
nor4b_1	0.34
nand4_1	0.63
or3_4	0.64
a32o_1	0.21
==> cell type report <==
cell class / count / area, um2 / area share, %
sequential: 59 / 1476 / 43.30
inverter: 9 / 33.78 / 0.9908
clock buffer: 12 / 145.1 / 4.257
timing repair buffer: 21 / 200.2 / 5.872
tap: 72 / 90.09 / 2.642
multi-input combinational: 183 / 1366 / 40.07
clock inverter: 4 / 97.59 / 2.862
==> sequential cells by signal, indices dropped and copies added, names as in the netlist <==
name	count
cnt	32
mult1_acc	8
mult1_shift	7
mult2_shift	3
result_rdy_temp	1
result_temp	8
==> cell families (layout without fill, tap and decap cells) <==
group	count (synthesis)	after routing
and+or+nand+nor	110	110
DFF	59	59
AOI/OAI and AO/OA	32	32
xor gates and xnor gates	31	31
buffers and inverters	15	46
adders and majority gates	9	9
muxes	1	1
==> metrics by stage <==
stage / utilization, % / hold WS [ns]
2_1_floorplan: - / 0.4426
5_1_grt: 61.54 / 0.4799
3_3_place_gp: 57.16 / 0.4474
6_report: 61.54 / 0.4655
4_1_cts: 61.54 / 0.4679
3_5_place_dp: 57.16 / 0.4531
==> routing by layer <==
metal,GRT usage [%],vias to the layer above
li1,-,1000
met5,0,-
met1,36.68,972
met3,2.952,8
met2,27.89,33
met4,3.333,0
No activity file was given, so power comes from the tool's default toggle rates.
